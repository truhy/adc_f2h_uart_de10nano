**flow/config.mk**
```make
export PLATFORM = sky130hd
export DESIGN_NAME = axi_rd
export DESIGN_NICKNAME = axi_rd
export VERILOG_FILES = /design/flow/design.v
export SDC_FILE = /design/flow/constraint.sdc
export NUM_CORES = 4
export LEC_CHECK = 1
export CORE_AREA = 10 10 144 144
export DIE_AREA = 0 0 154 154
```
**flow/constraint.sdc**
```tcl
current_design axi_rd

set clk_period 8.9
set clk_io_pct 0.2

create_clock -name clk0 -period $clk_period [get_ports {clock}]

set non_clock_inputs [all_inputs -no_clocks]
set_input_delay [expr $clk_period * $clk_io_pct] -clock clk0 $non_clock_inputs
set_output_delay [expr $clk_period * $clk_io_pct] -clock clk0 [all_outputs]
```
**flow/design.v**
```verilog
module axi_rd #(
	parameter AXI_RD_ID_WIDTH = 8,
	parameter AXI_RD_ADDR_WIDTH = 32,
	parameter AXI_RD_BUS_WIDTH = 32,
	parameter AXI_RD_MAX_BURST_LEN = 1
)(
	input clock,
	input reset_n,
	input enable,
	input [AXI_RD_ID_WIDTH-1:0] id,
	input [AXI_RD_ADDR_WIDTH-1:0] addr,
	output reg [AXI_RD_MAX_BURST_LEN*AXI_RD_BUS_WIDTH-1:0] data,
	input [3:0] burst_len,
	input [2:0] burst_size,
	input [1:0] burst_type,
	input [1:0] lock,
	input [3:0] cache,
	input [2:0] prot,
	input [4:0] user,
	output reg [1:0] status,   
	output [AXI_RD_ID_WIDTH-1:0] arid,
	output [AXI_RD_ADDR_WIDTH-1:0] araddr,
	output [3:0] arlen,
	output [2:0] arsize,
	output [1:0] arburst,
	output [1:0] arlock,
	output [3:0] arcache,
	output [2:0] arprot,
	output [4:0] aruser,
	output reg arvalid,
	input arready,
	input [AXI_RD_ID_WIDTH-1:0] rid,
	input [AXI_RD_BUS_WIDTH-1:0] rdata,
	input rlast,
	input [1:0] rresp,
	input rvalid,
	output reg rready
);
	reg [3:0] burst_count;
	reg error;
	assign arid = id;                          
	assign araddr = addr;                      
	assign arlen = burst_len;                  
	assign arsize = burst_size;                
	assign arburst = burst_type;
	assign arlock = lock;
	assign arcache = cache;
	assign arprot = prot;
	assign aruser = user;
	always @ (posedge clock or negedge reset_n) begin
		if(!reset_n) begin
			arvalid <= 0;
			rready <= 0;
			status <= 0;
		end
		else begin
			if(enable && !status) begin
				burst_count <= 0;
				error <= 0;
				status <= 1;
				arvalid <= 1;   
			end
			if(arvalid && arready) begin   
				arvalid <= 0;
				rready <= 1;   
			end
			if(rready && rvalid) begin   
				data[burst_count*AXI_RD_BUS_WIDTH +: AXI_RD_BUS_WIDTH] <= rdata;
				if(burst_count >= arlen) begin   
					status <= (rresp >= 2'b10 || error) ? 3 : 2;   
					rready <= 0;
				end
				else begin
					if(rresp >= 2'b10) error <= 1;   
				end
				burst_count <= burst_count + 1;
			end
			if(status >= 2) begin
				status <= 0;
			end
		end
	end
endmodule
```
**flow/run.sh**
```bash
#!/bin/bash
# OpenROAD 26Q1-2900-gdf79404cd8, Yosys 0.63+post, stock flow scripts
make -C /OpenROAD-flow-scripts/flow DESIGN_CONFIG=/design/flow/config.mk WORK_HOME=/design/flow/orfs finish
```
==> impl_metrics.tcl <==
# collected from the flow reports
set metrics [dict create \
    outcome "completed" \
    ys_seq_share_pct 47.78 \
    critPathCaptureType "output pin" \
    topCellsByArea "edfxtp_1, buf_4, mux2_4" \
    startpoint_type "primary input" \
    antenna_found_initial 0 \
    synthFlopType "edfxtp_1" \
    fin_crit_ns 4.544 \
    async_reset_ff_share_pct 9.756 \
    drive_gt1_share_pct 20.57 \
    ir_drop_uv 65.92 \
    fin_crit_sh_pct 51.06 \
    route.detailed.drc 0 \
    ant_nets 0 \
    slowest_stage "clkdlybuf4s50_1" \
    cts_sinks 41 \
    syn_area_per_cell_um2 13.63 \
    area.combinational_um2 759.5 \
    grt_setup_unrepaired "false" \
    grt_pass1_vias 1421 \
    numCtsBuffers 5 \
    finalNonFillerCells 434 \
    netlist_top_cells_count "buf_4, edfxtp_1, mux2_4, nor2_1, ha_1" \
    finalHoldViolCount 0 \
    cpMostUsedCell "clkdlybuf4s50_1" \
    root_buffer "clkbuf_16" \
    syn_area_um2 2535 \
    synth_flops 41 \
    die_w_um 154 \
    tightest_slew_ns 0.8143 \
    grt_util_all_layers_pct 4.427 \
    hp-class "reg2reg" \
    cp.buffers_inverters 2 \
    cts_tree "done" \
    cts_max_level 2 \
    path_cells "clkdlybuf4s50_1, clkdlybuf4s50_1" \
    worst_slack_ns 4.356 \
    post-place-ws_ns 4.342 \
    synth.most_common_cell "buf_4" \
    final_core_util_pct 18.49 \
    slew_violations 0 \
    finalHoldWorstSlack_ns 0.4804 \
    cts_resized 0 \
    num_vias 1364 \
    worstSetupPathType "in2out" \
    p_total_mw 0.5368 \
    grt_pass1_wl_um 8528 \
    wl_per_cell_um 12.73 \
    yosys_cells 186 \
    dpl.hpwl_um 4135 \
    synth.distinct_cells 26 \
    dr.pass1.iters 4 \
    core_area_um2 17480 \
    max_freq_mhz 220.1 \
    routed_via_density 3.143 \
    cp.arrival_ns 2.76 \
    place.gp.congestion 0.7728 \
    ys_area_um2 2535 \
    grt-ovfl-total 0 \
    largest_area_cell "edfxtp_1" \
    synth_top_area_share_pct 43.83 \
    antenna_cells 0 \
    setup-violations-final 0 \
    final_area_um2 3231 \
    grt_max_degree 33 \
    fin_skew_ns 0.003542 \
    initCoreUtil_pct 14.50 \
    routed_wl_um 5526 \
    critical-path-top-delay-family "buffers and inverters" \
    place_area_um2 3093 \
    cp.required_ns 7.12 \
    clockBufferDepth 2 \
    clk_pin_slew_ns 0.06 \
    die_y_um 154 \
    maxCapViolations 0 \
    postCtsHoldBufs 0 \
    relSlewSlack_pct 45.72 \
    yosys_warnings 1 \
    powerDensity_nw_per_um2 166.2 \
    drtIter0Drc 130 \
    p_leak_nw 1.232 \
    cts_setup_buffers 0 \
    worst-path-max-fanout 2 \
    cpPeakStageDelay_ns 0.51 \
    tool_warnings 36 \
    ff_latch_area_um2 1211 \
    dp_cells 426 \
    fillers 1868 \
    die_area_um2 23720 \
    port_buffers 81 \
    clk_latency_ns 0.28 \
    area_growth_pct 27.44 \
    io_pins 210 \
    rows 48 \
    fin_tns_setup_ns 0 \
    synthCells 186 \
    edf_count 37 \
]
-- cell usage in the layout (no fill, tap or decap), types with 2 or more instances in the layout --
| cell | synthesis | routed |
|---|---|---|
| clkinv_1 | 0 | 2 |
| inv_1 | 6 | 6 |
| ha_1 | 7 | 7 |
| edfxtp_1 | 37 | 37 |
| nor2_1 | 9 | 9 |
| xnor2_1 | 2 | 2 |
| mux2_2 | 2 | 2 |
| mux2_4 | 30 | 30 |
| nor3_1 | 2 | 2 |
| dfrtp_1 | 4 | 4 |
| or3_1 | 3 | 2 |
| nand2_1 | 4 | 4 |
| clkdlybuf4s50_1 | 0 | 81 |
| clkbuf_16 | 0 | 5 |
-- sequential cells by signal, indices dropped and copies added, names as in the netlist --
signal       count
data            32
burst_count      4
status           2
arvalid          1
error            1
rready           1
-- per-layer routing --
metal | global-route usage, % | share of wire (%) | vias up
li1 | - | - | 630
met1 | 5.626 | 43 | 638
met2 | 6.540 | 44 | 75
met3 | 2.405 | 11 | 21
met4 | 0.8997 | 2.1 | 0
met5 | 0 | 0 | -
-- path summary, 6_finish.rpt --
kind / depth (start not counted) / start / to / slack, ns
setup / recovery: 2 / burst_len[0] / arlen[0] / 4.36
hold / removal: 1 / status[1]$_DFF_PN0_ / status[1]$_DFF_PN0_ / 0.48
setup reg to reg: 7 / burst_count[0]$_SDFFCE_PN0P_ / data[8]$_DFFE_PP_ / 6.46
hold reg to reg: 1 / status[1]$_DFF_PN0_ / status[1]$_DFF_PN0_ / 0.48
max in group asynchronous: 1 / reset_n / rready$_DFF_PN0_ / 6.95
min in group asynchronous: 1 / reset_n / arvalid$_DFFE_PN0P_ / 1.74
-- cell families (layout without fill, tap and decap cells) --
kind of cell	Yosys count	in the layout	share of synthesized area (%)
buffers and inverters	73	96	22.36
xor gates and xnor gates	2	2	0.6911
muxes	33	33	19.05
AOI/OAI and AO/OA	6	6	2.024
DFF	41	41	47.78
and+or+nand+nor	24	24	4.640
adders and majority gates	7	7	3.455
-- report_power, final --
part,internal [mW],switching [mW],leakage [nW]
clock network,0.101,0.0717,0.0687
logic,0.0711,0.0361,0.775
registers,0.240,0.0162,0.389
-- final cells by class --
type / count / area share (%)
inverter: 6 / 0.6971
sequential: 41 / 37.49
clock buffer: 5 / 3.873
tap: 225 / 8.714
clock inverter: 3 / 0.3873
timing repair buffer: 82 / 25.33
multi-input combinational: 72 / 23.51
Power is estimated from default activity; no workload was simulated.
