**./design.v**
```verilog
module axi_wr #(
	parameter AXI_WR_ID_WIDTH = 8,
	parameter AXI_WR_ADDR_WIDTH = 32,
	parameter AXI_WR_BUS_WIDTH = 32,
	parameter AXI_WR_MAX_BURST_LEN = 1
)(
	input clock,
	input reset_n,
	input enable,
	input [AXI_WR_ID_WIDTH-1:0] id,
	input [AXI_WR_ADDR_WIDTH-1:0] addr,
	input [AXI_WR_MAX_BURST_LEN*AXI_WR_BUS_WIDTH-1:0] data,
	input [3:0] burst_len,
	input [2:0] burst_size,
	input [1:0] burst_type,
	input [1:0] lock,
	input [3:0] cache,
	input [2:0] prot,
	input [4:0] user,
	input [AXI_WR_BUS_WIDTH/8-1:0] strb,
	output reg [1:0] status,   
	output [AXI_WR_ID_WIDTH-1:0] awid,
	output [AXI_WR_ADDR_WIDTH-1:0] awaddr,
	output [3:0] awlen,
	output [2:0] awsize,
	output [1:0] awburst,
	output [1:0] awlock,
	output [3:0] awcache,
	output [2:0] awprot,
	output [4:0] awuser,
	output reg awvalid,
	input awready,
	output [AXI_WR_ID_WIDTH-1:0] wid,
	output [AXI_WR_BUS_WIDTH-1:0] wdata,
	output [AXI_WR_BUS_WIDTH/8-1:0] wstrb,
	output reg wlast,
	output reg wvalid,
	input wready,
	input [AXI_WR_ID_WIDTH-1:0] bid,
	input [1:0] bresp,
	input bvalid,
	output reg bready
);
	reg [3:0] burst_count;
	assign awid = id;                          
	assign awaddr = addr;                      
	assign awlen = burst_len;                  
	assign awsize = burst_size;                
	assign awburst = burst_type;
	assign awlock = lock;
	assign awcache = cache;
	assign awprot = prot;
	assign awuser = user;
	assign wid = id;
	assign wstrb = strb;
	assign wdata = data[burst_count*AXI_WR_BUS_WIDTH +: AXI_WR_BUS_WIDTH];
	always @ (posedge clock or negedge reset_n) begin
		if(!reset_n) begin
			awvalid <= 0;
			wvalid <= 0;
			bready <= 0;
			wlast <= 0;
			status <= 0;
		end
		else begin
			if(enable && !status) begin
				burst_count <= 0;
				status <= 1;
				awvalid <= 1;   
			end
			if(awvalid && awready) begin   
				awvalid <= 0;
				if(burst_count == awlen) begin   
					wlast <= 1;
					bready <= 1;
				end
				wvalid <= 1;   
			end
			if(wvalid && wready) begin   
				if(wlast && bready) begin
					wlast <= 0;
					wvalid <= 0;
				end
				else begin
					if((burst_count + 1) == awlen) begin   
						wlast <= 1;
						bready <= 1;
					end
					burst_count <= burst_count + 1;
				end
			end
			if(bready && bvalid) begin   
				status <= (bresp >= 2'b10) ? 3 : 2;   
				bready <= 0;
			end
			if(status >= 2) begin
				status <= 0;
			end
		end
	end
endmodule
```
**./run.sh**
```bash
#!/bin/bash
# OpenROAD 26Q1-2900-gdf79404cd8, Yosys 0.63+post, stock flow scripts
make -C /OpenROAD-flow-scripts/flow DESIGN_CONFIG=/design/flow/config.mk WORK_HOME=/design/flow/orfs finish
```
**./config.mk**
```make
export PLATFORM = sky130hd
export DESIGN_NAME = axi_wr
export DESIGN_NICKNAME = axi_wr
export VERILOG_FILES = /design/flow/design.v
export SDC_FILE = /design/flow/constraint.sdc
export NUM_CORES = 4
export LEC_CHECK = 1
export CORE_AREA = 10 10 96 96
export DIE_AREA = 0 0 106 106
```
**./constraint.sdc**
```tcl
current_design axi_wr

set clk_period 2.3
set clk_io_pct 0.2

create_clock -name clk0 -period $clk_period [get_ports {clock}]

set non_clock_inputs [all_inputs -no_clocks]
set_input_delay [expr $clk_period * $clk_io_pct] -clock clk0 $non_clock_inputs
set_output_delay [expr $clk_period * $clk_io_pct] -clock clk0 [all_outputs]
```
==> impl_metrics.yaml <==
# implementation run metrics
final_timing:
  clock-skew-final_ps: 5.99
  grt_setup_unrepaired: "no"
  finalCritPeriodShare: 0.948
  hold_viol: 0
  max_freq_mhz: 459
  finalMaxSlewViolations: 0
  tns_ps: 0
  worst_pin_slew_ps: 450
  setup_viol: 0
  slew-limit-headroom: 0.699
  period_needed_ps: 2180
power_and_ir_drop:
  worst_ir_drop_vdd_v: 0.000419
  power_frac_clock: 0.147
  switching_share: 0.298
  p_switching_mw: 0.375
  cellPowerDensity_nw_per_um2: 705
  internal_power_mw: 0.881
  p_total_mw: 1.26
  seq_power_share: 0.268
  power.leakage_nw: 0.674
  pwr-share-comb: 0.585
die:
  rows: 31
  die_h_um: 106
  core-area_sq_um: 7210
  io_pins: 228
  die_w_um: 106
  fp-utilization: 0.182
  chip_area_sq_um: 11200
drt:
  final_antenna_net_count: 0
  routedWlPerCell_um: 14.7
  first_pass_iters: 3
  drtIter0Drc: 52
  drt_wl_total_um: 4080
  num_antenna_cells: 0
  drc_errors: 0
  routed-via-count: 1001
  vias_per_cell: 3.60
clocking:
  htreeDepth: 1
  cts.sinks: 10
  cts_tree: "done"
  clk_pin_slew_ps: 50
  cts_buffers: 3
  cts_setup_buffers: 0
  cts-root-buf: "clkbuf_8"
  insertion_delay_ps: 230
  ctsLongestPathBuffers: 2
synth:
  synth_cells: 167
  async_reset_ff_frac: 0.600
  synth_cell_types: 21
  ff_type: "dfrtp_1"
  yosys_warnings: 1
  synth_seq_share: 0.206
  ys_cells: 167
  edf_count: 4
  ys_ff: 10
  yosys.stat.chipArea_sq_um: 1320
  syn_area_sq_um: 1320
  avgSynthCellArea_sq_um: 7.87
global_route:
  grt_pass1_wl_um: 6010
  antenna_found_initial: 0
  grt_pass1_vias: 1000
  use_met1: 0.0743
  grt_max_degree: 33
  use_met3: 0.0618
  grt_use_total: 0.0665
  grt-ovfl-total: 0
  top_usage_layer: "met2"
  gr-usage-met2: 0.0910
run:
  warning_count: 34
  maxCapViolations: 0
worst_setup_path:
  crit_path_end_kind: "output port"
  crit_type: "reg -> out"
  arrival_ps: 1720
  critPathMaxFanout: 32
  rr_worst_depth: 6
  cp_data_required_time_ps: 1840
  cp-start-kind: "flop"
hold_path:
  whs_path_depth: 1
  hp-class: "reg -> reg"
outcome:
  status: "finished, final reports clean"
final_layout:
  synthToLayoutAreaGrowth_pct: 35.4
  drive_above_1_share: 0.0335
  fillCellCount: 790
placement:
  place_congestion: 0.767
  dp_hpwl_um: 3510
  portBuffers: 84
## worst max-delay path, stage by stage (launching register included)
cell and delay (ps):
edfxtp_1 470, nor2_2 190, buf_12 170, and2_1 130
clkdlybuf4s50_1 520
## layout make-up
type,count,area [sq um],share of cell area
Timing Repair Buffer,86,868,0.488
Clock buffer,4,45.0,0.0253
Tap cell,99,124,0.0696
Multi-Input combinational cell,75,458,0.257
Inverter,4,15.0,0.00843
Sequential cell,10,270,0.152
## path summary, 6_finish.rpt
path,slack (ps),to,from
hold / removal,480,status[0],status[1]
min in group asynchronous,540,awvalid,reset_n
setup reg to reg,690,bready,burst_count[0]
hold reg to reg,480,status[0],status[1]
max in group asynchronous,1440,status[0],reset_n
setup / recovery,120,wdata[22],burst_count[1]
## layer usage
metal | wire length, um | vias up
li1 | - | 474
met1 | 1560 | 423
met4 | 51 | 0
met5 | 0 | -
met3 | 785 | 12
met2 | 1680 | 92
## flip-flops by register name, indices dropped and copies added, names as in the netlist
register,flops
status,2
awvalid,1
wlast,1
bready,1
burst_count,4
wvalid,1
## power by group through the flow
stage	combinational, mW	sequential, mW	clock [mW]
after global routing	0.815	0.350	0.203
after CTS	0.752	0.336	0.189
final	0.735	0.336	0.185
## kinds of logic after synthesis
kind of cell	share of synthesized area
adders and majority gates	0.00951
buffers and inverters	0.448
DFF	0.206
xor gates and xnor gates	0.0533
AOI/OAI and AO/OA	0.0552
and+or+nand+nor	0.221
muxes	0.00761
## cells in the final DEF, fill, tap and decap left out, types with 2 or more instances in the layout
cell / instances
nand4_1: 2
inv_1: 4
a21oi_1: 2
nand2_1: 9
xnor2_1: 5
and2_1: 32
o21ai_0: 4
clkdlybuf4s50_1: 84
nand3_1: 2
a31oi_1: 3
clkbuf_8: 3
edfxtp_1: 4
nor2_1: 6
dfrtp_1: 6
xor2_1: 3
## synth_stat cells, types with 2 or more instances
master / count / area [sq um]
nand2_1: 9 / 33.8
nor2_1: 7 / 26.3
xnor2_1: 5 / 43.8
edfxtp_1: 4 / 120
inv_1: 4 / 15.0
dfrtp_1: 6 / 150
a31oi_1: 3 / 18.8
nand4_1: 2 / 12.5
and2_1: 32 / 200
a21oi_1: 2 / 10.0
xor2_1: 3 / 26.3
buf_4: 75 / 563
nand3_1: 2 / 10.0
o21ai_0: 4 / 20.0
clkbuf_1: 3 / 11.3
## through the flow
| stage | instances | setup WS (ps) | utilization | hold WS (ps) | area (sq um) |
|---|---|---|---|---|---|
| finish | 278 | 120 | 0.247 | 482 | 1780 |
| CTS | 278 | 65.1 | 0.246 | 484 | 1780 |
| global placement | 274 | 308 | 0.240 | 468 | 1730 |
| detailed placement | 274 | 306 | 0.240 | 470 | 1730 |
| global route | 278 | 14.0 | 0.247 | 499 | 1780 |
| floorplan | 167 | 871 | - | 164 | 1320 |
## repair_timing
item                       CTS  global route
gates resized                0             1
hold buffers                 0             0
setup endpoints to repair    0            21
Power and IR drop assume default switching activity.
